==> design/flow/design.v <==
module IFM_BUF 
(
   clk
	,rst_n
	,ifm_input
	,ifm_read
	,ifm_buf0
	,ifm_buf1
	,ifm_buf2
);
input clk;
input rst_n;
input signed [7:0] ifm_input;
input ifm_read;
output signed [7:0] ifm_buf0;
output signed [7:0] ifm_buf1;
output signed [7:0] ifm_buf2;
reg signed [7:0] ifm_buf [2:0];
integer i;
always @(posedge clk or negedge rst_n) 
    if (~rst_n) 
    begin
        for(i = 0; i < 3; i = i + 1)  
        begin
            ifm_buf[i] <= 0;
        end
    end 
    else
    begin
        if(ifm_read)
        begin
            ifm_buf[2] <= ifm_buf[1];
            ifm_buf[1] <= ifm_buf[0];
            ifm_buf[0] <= ifm_input;
        end
        else 
        begin
            ifm_buf[2] <= ifm_buf[2];
            ifm_buf[1] <= ifm_buf[1];
            ifm_buf[0] <= ifm_buf[0];
        end
    end 
assign ifm_buf0 = ifm_buf[0];
assign ifm_buf1 = ifm_buf[1];
assign ifm_buf2 = ifm_buf[2];
endmodule 
==> design/flow/run.sh <==
#!/bin/bash
# OpenROAD 26Q1-2900-gdf79404cd8, Yosys 0.63+post, stock flow scripts
make -C /OpenROAD-flow-scripts/flow DESIGN_CONFIG=/design/flow/config.mk WORK_HOME=/design/flow/orfs finish
==> design/flow/config.mk <==
export PLATFORM = sky130hd
export DESIGN_NAME = IFM_BUF
export DESIGN_NICKNAME = IFM_BUF
export VERILOG_FILES = /design/flow/design.v
export SDC_FILE = /design/flow/constraint.sdc
export NUM_CORES = 4
export LEC_CHECK = 1
export CORE_AREA = 10 10 104 104
export DIE_AREA = 0 0 114 114
export SYNTH_HDL_FRONTEND = slang
==> design/flow/constraint.sdc <==
current_design IFM_BUF

set clk_period 1.0
set clk_io_pct 0.2

create_clock -name clk0 -period $clk_period [get_ports {clk}]

set non_clock_inputs [all_inputs -no_clocks]
set_input_delay [expr $clk_period * $clk_io_pct] -clock clk0 $non_clock_inputs
set_output_delay [expr $clk_period * $clk_io_pct] -clock clk0 [all_outputs]
==> results.cfg <==
; implementation run metrics
[synthesis]
synth_area_per_cell_um2 = 19.6
ys_seq_share = 0.602
ys.warnings.count = 0
yosys_cells = 51
top_area_cell = dfrtp_1
ys.flops = 24
synth.distinct_cells = 5
synthesis.instances = 51
synth.area.top_cells = dfrtp_1, mux2_4, mux2_2
top_area_frac = 0.602
ys_chip_area_um2 = 997
synth_area_um2 = 997

[worst_setup_path]
worstPathRequired_ns = 0.80
path_max_fanout = 2
worst-path-buf-inv = 1
cp_num_cells = 1
start_kind = register
worstPathCellList = buf_2
slowest_stage = dfrtp_1
crit_type = register to primary output
crit_arrival_ns = 0.80
max_stage_delay_ns = 0.40
end_kind = primary output
cpLargestDelayFamily = flip-flops
worstRegToRegCells = 3

[sta]
setup_viol = 0
finalCriticalPeriod_ns = 0.999
tightest_slew_ns = 0.144
hold_violations = 0
rsz0062_at_grt = yes
fin_crit_sh = 0.999
maxSlewHeadroom = 0.904
skew_ns = 0.00560
slew_violations = 0
fmax_ghz = 1.00

[hold_path]
hold_path_class = primary input to async pin

[clock_tree]
clk_pin_slew_worst_paths_ns = 0.10
cts_buffers = 3
ctsRootBufferMaster = clkbuf_8
cts.sinks = 24
worstSkewPairLatency_ns = 0.27
cts.htree.levels = 1
cts_tree = built
cts.path.max_buffers = 2

[grt]
antenna_found_initial = 0
grt_pass1_vias = 691
grt_max_degree = 25
grt_pass1_wl_mm = 3.95
overflow = 0
grtUsageTotal = 0.0376

[finish]
layout.cells.most_common = buf_2
drive_gt1_frac = 0.703
areaGrowthSynthToFinish_pct = 59.6
lay_top_cells = buf_2, dfrtp_1, mux2_4
post-route-util = 0.183

[flow_run]
cap_violations = 0
log.warning_count = 27

[routing]
insertedDiodeCount = 0
routedWlPerCell_um = 11.1
vias = 611
antenna_left = 0
avgViaCountPerCell = 2.79
drc_errors = 0
drt_iter0_markers = 20
finalWirelength_mm = 2.43
drtPass1Iterations = 2

[power_and_ir_drop]
total_power_w = 0.00254
ir_worst_vdd_v = 0.000419
powerDensity_mw_per_mm2 = 1600
power_leakage_nw = 0.767

[floorplan]
num_rows = 34
die_area_mm2 = 0.0130
ios = 35
core_area_mm2 = 0.00868
die_h_um = 114
die_x_um = 114
initCoreUtil = 0.115

[placed_design]
hpwlAfterDp_mm = 1.84
place.gp.congestion = 0.677
io_buffer_count = 34

[status]
status = complete, no violations
==> state kept, by name, summed over array words and instances (netlist names) <==
name / cells
ifm_buf0: 8
ifm_buf1: 8
ifm_buf2: 8
==> power by group <==
group / total [W] / leakage [nW] / switching [W] / internal [W]
registers: 0.00118 / 0.281 / 0.0000669 / 0.00111
logic: 0.000670 / 0.457 / 0.000173 / 0.000497
clock network: 0.000692 / 0.0288 / 0.000340 / 0.000352
total: 0.00254 / 0.767 / 0.000580 / 0.00196
==> cells by family (layout without fill, tap and decap cells) <==
| logic type | count (synthesis) | in the layout | synth area share |
|---|---|---|---|
| buf+inv | 3 | 63 | 0.0514 |
| mux | 24 | 24 | 0.346 |
| flops | 24 | 24 | 0.602 |
==> routing by layer <==
metal	GRT usage	routed length (um)	vias to the layer above
met2	0.0554	1080	18
met1	0.0525	1150	299
met3	0.0154	200	0
li1	-	-	294
met5	0	0	-
met4	0.00334	0	0
==> what timing repair did <==
action / 4_1_cts / 5_1_grt
setup buffers: 5 / 1
gates resized: 72 / 4
setup endpoints to repair: 24 / 28
hold buffers: 0 / 0
==> layout make-up <==
class | instances | area (um2)
clock buffers | 4 | 55.1
fillers | 963 | 7090
multi-input cells | 24 | 349
flip-flops and latches | 24 | 601
well taps | 108 | 135
repair buffers | 59 | 452
==> cell usage after synthesis (all sizes together) <==
| cell type | instances |
|---|---|
| dfrtp | 24 |
| buf | 3 |
| mux2 | 24 |
==> worst paths after layout <==
| check | from | end | slack [ns] |
|---|---|---|---|
| max | ifm_buf0[3] | ifm_buf0[3] | 0.0008 |
| min | rst_n | ifm_buf2[2] | 0.28 |
| max reg2reg | ifm_buf2[0] | ifm_buf2[0] | 0.02 |
| min reg2reg | ifm_buf2[7] | ifm_buf2[7] | 0.51 |
| max in group asynchronous | rst_n | ifm_buf2[7] | 0.57 |
| min in group clk0 | ifm_read | ifm_buf0[6] | 0.41 |
==> metrics by stage <==
stage,setup WS [ns],instances,hold slack (ns),cell area [um2],setup TNS (ns)
floorplan,0.136,51,-0.0956,997,0
global placement,-0.0460,212,0.492,1620,-0.146
detailed placement,-0.0482,212,0.495,1620,-0.111
CTS,-0.0235,221,0.278,1590,-0.0276
global route,-0.0409,219,0.274,1590,-0.403
finish,0.000806,219,0.281,1590,0
Power figures rest on the tool's default switching activity, not on a simulated workload.
