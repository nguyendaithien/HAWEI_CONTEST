===== flow/design.v =====
module PE_FSM (clk, rst_n, start_conv, start_again, cfg_ci, cfg_co, 
            ifm_read, wgt_read, p_valid_output, last_chanel_output, end_conv
);
input clk;
input rst_n;
input start_conv;
input start_again;
input [1:0] cfg_ci;
input [1:0] cfg_co;
output ifm_read;
output wgt_read;
output p_valid_output;
output last_chanel_output;
output end_conv;
reg [5:0] ci;
reg [5:0] co;
reg [5:0] cnt1;
reg [8:0] cnt2;
reg [4:0] cnt3;
reg [2:0] current_state;
reg [2:0] next_state;
reg ifm_read;
reg wgt_read;
reg p_valid;
reg last_chanel;
reg end_conv;
parameter [2:0]
    IDLE = 3'b000,
    S1 = 3'b001,
    S2 = 3'b010,
    FINISH = 3'b100; 
parameter[6:0] tile_length =  16;
always @ (posedge clk or negedge rst_n)
    if(!rst_n)
        current_state <= IDLE;
    else
        current_state <= next_state; 
always @(posedge clk or negedge rst_n) begin
    if (!rst_n) begin
        ci <= 0;
        co <= 0;
    end else if(start_conv) begin
        ci <= ((cfg_ci + 6'b000001) << 3);
        co <= ((cfg_co + 6'b000001) << 3);
    end
end
always @ (current_state or start_conv or start_again or cnt1 or cnt2) 
begin
    next_state = 3'bx; 
    case(current_state)
        IDLE: 
            if(start_again)
                next_state = S1;
            else if(start_again && cnt2 == 0 && cnt3 == 0)
                next_state = FINISH;
            else
                next_state = IDLE;
        S1: 
            next_state = (cnt1 == 3) ? S2 : S1;
        S2:
            if(cnt2 == 0 && cnt1 == 0)
                next_state = IDLE;
            else if(cnt1 == 0)
                next_state = S1;
            else 
                next_state = S2;
        default:
            next_state = IDLE;
    endcase
end
always @ (posedge clk or negedge rst_n)
    if(!rst_n)
        {ifm_read, wgt_read, p_valid, last_chanel, end_conv} <= 5'b00000;
    else
        begin
            {ifm_read, wgt_read, p_valid, last_chanel, end_conv} <= 5'b00000;
            case(next_state)
                IDLE:
                    {ifm_read, wgt_read, p_valid, last_chanel, end_conv} <= 5'b00000;
                S1: 
                begin
                    {ifm_read, wgt_read, end_conv} <= 3'b110;
                    p_valid <= (cnt1 < 2) ? 0 : 1; 
                    last_chanel <= (cnt1 == 2 && cnt2 == 0) ? 1 : 0; 
                end
                S2:
                    begin
                        {ifm_read, wgt_read, p_valid, end_conv} <= 4'b1010; 
                        last_chanel <= (cnt2 == 0) ? 1 : 0;               
                    end
                FINISH:
                    {ifm_read, wgt_read, p_valid, last_chanel, end_conv} <= 5'b00001;           
                default:
                    {ifm_read, wgt_read, p_valid, last_chanel, end_conv} <= 5'b00000;
            endcase
        end
always @ (posedge clk or negedge rst_n)
    if(!rst_n)
        begin
            cnt1 <= 0;
            cnt2 <= 0;
            cnt3 <= 0;
        end
    else
        begin
            if(next_state == IDLE)
                cnt1 <= 0;
            else
                begin
                    if (cnt1 == tile_length + 1)
                        cnt1 <= 0;
                    else      
                        cnt1 <= cnt1 + 1;
                    if(cnt1 == 0)
                    begin                     
                        if(cnt2 == ci-1)
                            cnt2 <= 0;
                        else
                            cnt2 <= cnt2 + 1;
                        if(cnt2 == 0)
                            if(cnt3 == co*15-1)
                                cnt3 <= 0;
                            else
                                cnt3 <= cnt3 + 1;
                        else 
                            cnt3 <= cnt3;
                    end
                    else
                        cnt2 <= cnt2;
                end
           end
reg [2:0] p_valid_i;
reg [2:0] last_chanel_i;
reg p_valid_output;
reg last_chanel_output;
always @(posedge clk or negedge rst_n)
    if (!rst_n) begin
        p_valid_output     <= 0;
        p_valid_i[2]       <= 0;
        p_valid_i[1]       <= 0;
        p_valid_i[0]       <= 0;
        last_chanel_output <= 0; 
        last_chanel_i[2]   <= 0;
        last_chanel_i[1]   <= 0;
        last_chanel_i[0]   <= 0;
    end else begin
        p_valid_output     <= p_valid_i[2];
        p_valid_i[2]       <= p_valid_i[1];
        p_valid_i[1]       <= p_valid_i[0];
        p_valid_i[0]       <= p_valid;
        last_chanel_output <= last_chanel_i[2]; 
        last_chanel_i[2]   <= last_chanel_i[1];
        last_chanel_i[1]   <= last_chanel_i[0];
        last_chanel_i[0]   <= last_chanel;
    end
endmodule  

===== flow/run.sh =====
#!/bin/bash
# OpenROAD 26Q1-2900-gdf79404cd8, Yosys 0.63+post, stock flow scripts
make -C /OpenROAD-flow-scripts/flow DESIGN_CONFIG=/design/flow/config.mk WORK_HOME=/design/flow/orfs finish

===== flow/config.mk =====
export PLATFORM = sky130hd
export DESIGN_NAME = PE_FSM
export DESIGN_NICKNAME = PE_FSM
export VERILOG_FILES = /design/flow/design.v
export SDC_FILE = /design/flow/constraint.sdc
export NUM_CORES = 4
export LEC_CHECK = 1
export CORE_UTILIZATION = 30
export SYNTH_HDL_FRONTEND = slang

===== flow/constraint.sdc =====
current_design PE_FSM

set clk_period 3.8
set clk_io_pct 0.2

create_clock -name clk0 -period $clk_period [get_ports {clk}]

set non_clock_inputs [all_inputs -no_clocks]
set_input_delay [expr $clk_period * $clk_io_pct] -clock clk0 $non_clock_inputs
set_output_delay [expr $clk_period * $clk_io_pct] -clock clk0 [all_outputs]

==> results.cfg <==
; flow metrics
[critical_path]
ff2ff_path_depth = 6
r2r-start = cnt2[6]$_DFFE_PN0P_
crit_start = start_again
cp-endpoint = cnt2[7]$_DFFE_PN0P_
endpoint_kind = flop
timing.rr.end = cnt2[7]$_DFFE_PN0P_
crit_type = input port to flop
startpoint_type = input port
required_ns = 3.97
crit_fanout = 9
arrival_ns = 2.32
ff2ff_setup_slack_ns = 1.66

[logic_synthesis]
postSynthAreaPerCell_um2 = 10.9
yosys.stat.seqShare_pct = 56.3
ys_warn_count = 0
yosysChipArea_um2 = 1560
synth_flops = 35
syn_area_um2 = 1560
synth.top_cell.area_share_pct = 54.6
synth.distinct_cells = 38
yosys-stat-cells = 143
ys_async_sr_fraction_pct = 100
yosysTopAreaCell = dfrtp_1
topCellsByArea = dfrtp_1, ha_1, nor2_1
edf_count = 0
synth_cells = 143
flop_cell = dfrtp_1

[power]
p_leak_nw = 0.854
p_per_area_nw_per_um2 = 361
irDropWorstVdd_mv = 0.212

[timing]
hold_violations = 0
clock_skew_ns = 0.00734
drv_slew = 0
fin_crit_ns = 2.15
fin_ws_ns = 1.65
max_slew_margin_pct = 50.2
fmax_ghz = 0.466
fin_crit_sh_pct = 56.5
rsz0062_at_grt = false
worstMarginPinSlew_ns = 0.744
setup_viol_count_final = 0
setup_tns_ns = 0

[routing]
drc = 0
ant_nets = 0
avgViaCountPerCell = 4.66
dr.pass1.iters = 4
drt_iter0_markers = 69
routed_wl_um = 2480
wl_per_cell_um = 10.9
dr_total_vias = 1063
antenna_cells = 0

[clock_network]
cts_tree = yes
clkLatencyLatePin_ns = 0.28
htree_levels = 2
cts_num_sinks = 35
numCtsBuffers = 5
cts_buffer_depth = 2
cts_resized = 0
root_buffer = clkbuf_8
cts_setup_buffers = 0
cts_hold_buf = 0
path_clk_slew_ns = 0.07

[global_routing]
grt_usage_pct = 10.1
grt_pass1_wl_um = 4210
antenna_found_initial = 0
grt_pass1_vias = 975
grt_max_degree = 20
grt-ovfl-total = 0

[die]
fp_util_pct = 32.2
ios = 13
chip_area_um2 = 5490
std_cell_rows = 25
core_area_um2 = 4850
die_x_um = 74.1
die_h_um = 74.1

[placed_design]
io_buffers = 10
place_ws_ns = 1.37
gp_congestion = 0.871
hpwl_um = 1790

[cells_and_area]
drive_gt1_share_pct = 10.6
area_delta_synth_final_pct = 17.3
layout_top_cell = dfrtp_1
layout_top_cells = dfrtp_1, nor2_1, nand2_1

[job]
max_cap_viol_count = 0
warning_count = 31

[worst_hold_path]
holdPathStages = 0
hold_path_class = flop to flop

[status]
status = complete, no violations
metrics by stage:
step / util [%] / std cells / instance area [um2] / hold slack (ns) / power [W]
after floorplan: - / 144 / 1560 / 0.331 / 0.000400
after global placement: 36.0 / 220 / 1750 / 0.336 / 0.000416
after detailed placement: 36.0 / 220 / 1750 / 0.336 / 0.000417
after CTS: 37.7 / 228 / 1830 / 0.349 / 0.000670
after global routing: 37.7 / 228 / 1830 / 0.352 / 0.000692
final: 37.7 / 228 / 1830 / 0.346 / 0.000661
cell usage after synthesis, types with 2 or more instances:
cell       n
dfrtp_1   34
nor2_1    13
nand2_1   11
inv_1     10
nand3_1    9
o21ai_0    9
ha_1       8
nor3_1     4
xnor2_1    4
xor2_1     4
and2_1     3
and3_1     3
a21oi_1    2
clkbuf_1   2
inv_2      2
nand4b_1   2
o31ai_1    2
worst min-delay path by stage:
stage | slack [ns] | to | start
5_1_grt | 0.35 | p_valid_i[0]$_DFF_PN0_ | p_valid$_DFF_PN0_
6_report | 0.35 | p_valid_i[1]$_DFF_PN0_ | p_valid_i[0]$_DFF_PN0_
4_1_cts | 0.35 | p_valid_i[1]$_DFF_PN0_ | p_valid_i[0]$_DFF_PN0_
logic make-up after synthesis:
| logic type | share of synthesized area (%) |
|---|---|
| AOI/OAI and AO/OA | 10.5 |
| xor gates and xnor gates | 4.49 |
| adders and majority gates | 6.42 |
| buffers and inverters | 3.37 |
| DFF | 56.3 |
| muxes | 0.722 |
| other | 0.241 |
| and+or+nand+nor | 18.0 |
worst max-delay path: stages:
cell and delay (ns):
clkdlybuf4s50_1 0.43, nand2_1 0.07, o21ai_0 0.09, a221oi_2 0.35
a21o_2 0.28, nor3_1 0.07, a211o_1 0.26
state kept, by name, summed over array words and instances (netlist names):
signal	flops
current_state	4
last_chanel	1
ifm_read	1
wgt_read	1
last_chanel_i	3
ci	3
cnt2	9
p_valid_i	3
p_valid	1
end_conv	1
last_chanel_output	1
p_valid_output	1
cnt1	6
metal layers:
| metal | track usage [%] | part of all wire (%) |
|---|---|---|
| met1 | 14.9 | 49 |
| met3 | 3.57 | 5.1 |
| met2 | 15.3 | 45 |
| met5 | 0 | 0 |
| met4 | 1.50 | 1.7 |
final cells by class:
| cell class | count | area (um2) |
|---|---|---|
| Clock buffer | 7 | 76.3 |
| Sequential cell | 35 | 877 |
| Timing Repair Buffer | 11 | 108 |
| Inverter | 12 | 45.0 |
| Multi-Input combinational cell | 95 | 633 |
| Fill cell | 463 | 3020 |
| Tap cell | 67 | 83.8 |
| Clock inverter | 1 | 5.00 |
where the power goes:
group / switching (W) / internal, W / leakage [nW] / total [W]
sequential: 0.00000268 / 0.000378 / 0.425 / 0.000381
clock: 0.000123 / 0.000128 / 0.0422 / 0.000251
combinational: 0.0000153 / 0.0000132 / 0.387 / 0.0000285
No activity file was given, so power comes from the tool's default toggle rates.
