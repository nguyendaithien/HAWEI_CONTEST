File: design/flow/config.mk
export PLATFORM = sky130hd
export DESIGN_NAME = PE
export DESIGN_NICKNAME = PE
export VERILOG_FILES = /design/flow/design.v
export SDC_FILE = /design/flow/constraint.sdc
export NUM_CORES = 4
export LEC_CHECK = 1
export CORE_UTILIZATION = 50
export SYNTH_HDL_FRONTEND = slang
File: design/flow/constraint.sdc
current_design PE

set clk_period 7.7
set clk_io_pct 0.2

create_clock -name clk0 -period $clk_period [get_ports {clk}]

set non_clock_inputs [all_inputs -no_clocks]
set_input_delay [expr $clk_period * $clk_io_pct] -clock clk0 $non_clock_inputs
set_output_delay [expr $clk_period * $clk_io_pct] -clock clk0 [all_outputs]
File: design/flow/run.sh
#!/bin/bash
# OpenROAD 26Q1-2900-gdf79404cd8, Yosys 0.63+post, stock flow scripts
make -C /OpenROAD-flow-scripts/flow DESIGN_CONFIG=/design/flow/config.mk WORK_HOME=/design/flow/orfs finish
File: design/flow/design.v
module PE (clk, rst_n, ifm_input0, ifm_input1, ifm_input2, ifm_input3, 
            wgt_input0, wgt_input1, wgt_input2, wgt_input3, p_sum);
input clk;
input rst_n;
input signed [7:0] ifm_input0;
input signed [7:0] ifm_input1;
input signed [7:0] ifm_input2;
input signed [7:0] ifm_input3;
input signed [7:0] wgt_input0;
input signed [7:0] wgt_input1;
input signed [7:0] wgt_input2;
input signed [7:0] wgt_input3;
output signed [24:0] p_sum;
reg signed [15:0] product [3:0];
reg signed [16:0] pp_sum [1:0];
reg signed [24:0] p_sum;
integer i;
integer j;
always @(posedge clk or negedge rst_n) 
    if (~rst_n) 
    begin
        for(i = 0; i < 4; i = i + 1) 
        begin
            product[i] <= 0;
        end
        for(i = 0; i < 2; i = i + 1) 
        begin
            pp_sum[i] <= 0;
        end
        p_sum <= 0;
    end
    else
    begin
        product[0] <= ifm_input0 * wgt_input0;
        product[1] <= ifm_input1 * wgt_input1;
        product[2] <= ifm_input2 * wgt_input2;
        product[3] <= ifm_input3 * wgt_input3;
        pp_sum[0] <= product[0] + product[1];
        pp_sum[1] <= product[2] + product[3];
        p_sum <= pp_sum[0] + pp_sum[1];
    end
endmodule  
==> impl_metrics.env <==
# yosys + openroad results
export IMPL_edf_count=0
export IMPL_clock_path_buffers=2
export IMPL_die_h_um=175
export IMPL_cp_start_kind="input port"
export IMPL_path_max_fanout=8
export IMPL_hold_viol_final=0
export IMPL_timing_final_crit_share_pct=76.6
export IMPL_power_density_nw_per_um2=370
export IMPL_finalWeightedCongestion=0.863
export IMPL_finalSetupViolCount=0
export IMPL_avgSynthCellArea_um2=9.76
export IMPL_cts_resized=0
export IMPL_setup_slack_ns=1.80
export IMPL_rsz0062_at_grt="false"
export IMPL_period_needed_ns=5.90
export IMPL_placed_cells=2010
export IMPL_rrSetupSlack_ns=5.09
export IMPL_drt_wl_total_mm=26.5
export IMPL_setup_tns_ns=0
export IMPL_drtIter0Drc=344
export IMPL_synth_stat_cells=1538
export IMPL_drt_first_pass_iters=4
export IMPL_clk_pin_slew_worst_paths_ns=0.05
export IMPL_drv_slew=0
export IMPL_gr_total_overflow=0
export IMPL_flop_cell="dfrtp_1"
export IMPL_hold_buffers=0
export IMPL_vias=10000
export IMPL_area_growth_synth_to_final_pct=12.5
export IMPL_clock_sinks=116
export IMPL_grt_util_all_layers_pct=20.2
export IMPL_ys_area_um2=15000
export IMPL_antenna_found_initial=0
export IMPL_ys_seq_share_pct=19.3
export IMPL_skew_ns=0.00649
export IMPL_cp_startpoint="ifm_input3[4]"
export IMPL_grt_max_degree=61
export IMPL_portBuffers=90
export IMPL_maxCapViolCount=0
export IMPL_ys_types=56
export IMPL_post_cts_buffers=0
export IMPL_top_level_ports=91
export IMPL_clk_latency_ns=0.40
export IMPL_fp_dieW_um=175
export IMPL_max_clock_freq_ghz=0.169
export IMPL_power_leakage_nw=8.29
export IMPL_r2r_start="product[0]"
export IMPL_layout_top_cells="342 x inv_1, 223 x fa_1, 165 x ha_1"
export IMPL_viasPerCell=4.91
export IMPL_crit_arrival_ns=6.17
export IMPL_drtAntennaViolNets=0
export IMPL_cp_data_required_time_ns=7.97
export IMPL_core_area_um2=29600
export IMPL_yosysWarnings=0
export IMPL_dp_hpwl_mm=22.5
export IMPL_wl_per_cell_um=13.0
export IMPL_async_flop_share_pct=100
export IMPL_drive_gt1_share_pct=2.73
export IMPL_layout_top_cell="inv_1"
export IMPL_cts_made_buffers=17
export IMPL_cts_tree="yes"
export IMPL_synth_seq_cells=116
export IMPL_fin_cells=2041
export IMPL_grt_pass1_vias=10100
export IMPL_total_power_mw=6.24
export IMPL_grt_pass1_wl_mm=47.7
export IMPL_initCoreUtil_pct=50.8
export IMPL_dieArea_um2=30700
export IMPL_syn_area_um2=15000
export IMPL_fin_util_pct=57.1
export IMPL_endpoint_kind="register"
export IMPL_hp_start="product[16]"
export IMPL_worst_pin_slew_ns=0.719
export IMPL_warnings=25
export IMPL_synthCells=1538
export IMPL_dp_slack_ns=1.40
export IMPL_diodes=0
export IMPL_outcome="finished clean"
export IMPL_crit_type="input port to register"
export IMPL_max_slew_margin_pct=52.0
export IMPL_drc_errors=0
export IMPL_h_tree_depth=4
export IMPL_rows=63
export IMPL_peakVddDrop_mv=0.239
export IMPL_min_path_type="register to register"
export IMPL_cts_root_buffer="clkbuf_16"
export IMPL_fillers=2583
==> final cells by class <==
type | count | area [µm²] | share of cell area (%)
timing repair buffer | 91 | 906 | 5.36
inverter | 343 | 1290 | 7.62
multi-input combinational | 1070 | 10800 | 63.7
sequential | 116 | 2900 | 17.2
clock buffer | 21 | 460 | 2.73
clock inverter | 10 | 83.8 | 0.496
tap | 390 | 488 | 2.89
==> registers in the layout, summed over array words and instances, names as in the netlist <==
name,count
p_sum,18
pp_sum,34
product,64
==> critical path, stage by stage <==
cell and delay (ns):
clkdlybuf4s50_1 0.56, and2_1 0.25, fa_1 0.50, inv_1 0.06
fa_1 0.53, inv_1 0.05, fa_1 0.47, inv_1 0.04
fa_1 0.47, inv_1 0.04, ha_1 0.32, o21ai_0 0.12
a21boi_0 0.28, o21ai_0 0.16, a211oi_1 0.42, mux2i_1 0.23
o2111ai_1 0.12
==> per-layer routing <==
layer | GRT usage (%) | routed length [µm] | vias to the layer above
met2 | 29.4 | 11900 | 151
met5 | 0 | 0 | -
met3 | 5.39 | 1600 | 8
met1 | 34.0 | 12900 | 4875
met4 | 0.906 | 99 | 0
li1 | - | - | 4995
==> final timing paths <==
| check | endpoint | cells after the start |
|---|---|---|
| worst min register to register | pp_sum[0] | 1 |
| worst max-delay path | product[62] | 17 |
| min in group asynchronous | pp_sum[1] | 1 |
| worst min-delay path | pp_sum[0] | 1 |
| max in group asynchronous | product[35] | 2 |
| worst max register to register | pp_sum[16] | 10 |
==> synthesized netlist by cell type (all sizes together) (6+ instances only) <==
| cell type | count | area share, % |
|---|---|---|
| dfrtp | 116 | 19 |
| a211oi | 8 | 0.43 |
| and3 | 10 | 0.42 |
| nand2b | 11 | 0.46 |
| and2 | 162 | 6.8 |
| nand3 | 10 | 0.33 |
| a2111oi | 6 | 0.43 |
| nand2 | 94 | 2.4 |
| xnor2 | 80 | 4.7 |
| inv | 342 | 8.6 |
| o21ai | 33 | 1.1 |
| nor2b | 26 | 1.1 |
| ha | 165 | 14 |
| a21o | 15 | 0.75 |
| buf | 7 | 0.35 |
| nor3 | 18 | 0.60 |
| a21oi | 56 | 1.9 |
| fa | 223 | 30 |
| nor2 | 50 | 1.3 |
| xor2 | 19 | 1.1 |
| o21a | 12 | 0.60 |
| a31oi | 9 | 0.38 |
==> per-stage QoR <==
| step | hold WS, ns | cell area (µm²) |
|---|---|---|
| CTS | 0.477 | 16900 |
| global placement | 0.455 | 16300 |
| global route | 0.480 | 16900 |
| floorplan | 0.443 | 15000 |
| detailed placement | 0.459 | 16300 |
| finish | 0.473 | 16900 |
==> logic make-up after synthesis <==
family | share of synthesized area (%)
flip-flops | 19.3
AND-OR/OR-AND | 7.69
AND/OR/NAND/NOR | 14.4
XOR/XNOR | 5.78
adder cells (fa/ha/maj) | 43.5
buffers and inverters | 8.98
multiplexers | 0.367
==> power breakdown <==
part | internal, mW | leakage [nW] | switching [mW]
Clock | 0.454 | 0.268 | 0.258
Sequential | 0.966 | 1.36 | 0.121
Combinational | 2.09 | 6.66 | 2.35
Total | 3.51 | 8.29 | 2.73
Power is estimated from default activity; no workload was simulated.
