==> flow/design.v <==
module PSUM_ADD #(
    parameter data_width = 25
) (
    input clk,
    input rst_n,
    input signed [data_width-1:0] pe0_data,
    input signed [data_width-1:0] pe1_data,
    input signed [data_width-1:0] pe2_data,
    input signed [data_width-1:0] fifo_data,
    output signed [data_width-1:0] out 
);
    reg signed [data_width-1:0] psum0;
    reg signed [data_width-1:0] psum1;
    reg signed [data_width-1:0] psum2;
    reg signed [data_width-1:0] out_r;
    assign out = out_r;
    always @(posedge clk or negedge rst_n) begin
        if (!rst_n) begin
            psum0 <= 0;
            psum1 <= 0;
            psum2 <= 0;
            out_r   <= 0;
        end else begin
            psum0 <= pe0_data + pe1_data;
            psum1 <= pe2_data;
            psum2 <= psum0 + psum1;
            out_r <= fifo_data + psum2;
        end
    end 
endmodule
==> flow/run.sh <==
#!/bin/bash
# OpenROAD 26Q1-2900-gdf79404cd8, Yosys 0.63+post, stock flow scripts
make -C /OpenROAD-flow-scripts/flow DESIGN_CONFIG=/design/flow/config.mk WORK_HOME=/design/flow/orfs finish
==> flow/config.mk <==
export PLATFORM = sky130hd
export DESIGN_NAME = PSUM_ADD
export DESIGN_NICKNAME = PSUM_ADD
export VERILOG_FILES = /design/flow/design.v
export SDC_FILE = /design/flow/constraint.sdc
export NUM_CORES = 4
export LEC_CHECK = 1
export CORE_UTILIZATION = 40
export SYNTH_HDL_FRONTEND = slang
==> flow/constraint.sdc <==
current_design PSUM_ADD

set clk_period 6.3
set clk_io_pct 0.2

create_clock -name clk0 -period $clk_period [get_ports {clk}]

set non_clock_inputs [all_inputs -no_clocks]
set_input_delay [expr $clk_period * $clk_io_pct] -clock clk0 $non_clock_inputs
set_output_delay [expr $clk_period * $clk_io_pct] -clock clk0 [all_outputs]
==> impl_metrics.sql <==
-- load yosys + openroad results
INSERT INTO impl_metrics (metric_group, metric, value, unit) VALUES
('yosys', 'ys_warn_count', '0', ''),
('final_timing', 'finalSetupTns', '0', 'ns'),
('final_timing', 'fmax', '0.295', 'GHz'),
('floorplan', 'die_w', '129', 'um'),
('setup_path', 'cp.depth', '9', ''),
('final_timing', 'worst_skew', '0.00830', 'ns'),
('job', 'drv.max_cap_violation_count', '0', ''),
('setup_path', 'critical-path-top-cell-by-count', 'o211ai_1', ''),
('setup_path', 'critPathLaunchType', 'primary input', ''),
('place', 'place_congestion', '0.891', ''),
('finish', 'fin_util', '0.530', ''),
('route', 'antenna-diode-count', '0', ''),
('floorplan', 'design.core.area', '15400', 'um2'),
('setup_path', 'rr_worst_depth', '8', ''),
('setup_path', 'cp_slowest_stage_delay', '0.44', 'ns'),
('route', 'via_count', '5301', ''),
('power_and_ir_drop', 'cellLeakagePower', '3.50', 'nW'),
('route', 'route.antenna.remaining_nets', '0', ''),
('setup_path', 'cell_by_cell_listing_of_the_critical_path', 'clkdlybuf4s50_1, ha_1, fa_1, a211oi_1, o21ai_0, o211ai_1, o211ai_1, a41oi_1, xnor2_1', ''),
('floorplan', 'initial_core_util', '0.417', ''),
('route', 'drt_pre_antenna_iters', '6', ''),
('yosys', 'ys_top_cells_by_area', 'dfrtp_1 39%, ha_1 14%, a21oi_1 5.4%', ''),
('clock_network', 'ctsRootBufferMaster', 'clkbuf_16', ''),
('run_status', 'run_status', 'completed', ''),
('route', 'avgRoutedWirePerCell', '14.8', 'um'),
('finish', 'layout.area.comb', '3800', 'um2'),
('yosys', 'synth_cells', '658', ''),
('power_and_ir_drop', 'largest_vdd_supply_drop', '155', 'uV'),
('global_routing', 'grt_pass1_wl', '24.2', 'mm'),
('finish', 'layout.area.seq', '2500', 'um2'),
('route', 'drc', '0', ''),
('global_routing', 'grt_start_max_net_pins', '57', ''),
('floorplan', 'floorplan.io_pins', '127', ''),
('route', 'drt-vias-per-instance', '5.33', ''),
('setup_path', 'timing.critical_path.from', 'pe0_data[0]', ''),
('final_timing', 'rsz_0062_raised_after_global_routing', 'false', ''),
('final_timing', 'min_period', '3.39', 'ns'),
('setup_path', 'worst_setup_path_end_kind', 'flip-flop', ''),
('setup_path', 'cpLargestDelayFamily', 'AND-OR/OR-AND gates', ''),
('setup_path', 'timing.reg2reg.setup_slack', '3.74', 'ns'),
('final_timing', 'transition_at_the_pin_with_the_smallest_max_transition_slack', '0.702', 'ns'),
('yosys', 'ys_async_sr_fraction', '1.00', ''),
('yosys', 'synth.cell_area', '6430', 'um2'),
('setup_path', 'endpoint', 'psum0[20]', ''),
('final_timing', 'worst_slew_margin_rel', '0.532', ''),
('final_timing', 'slew_violations', '0', ''),
('yosys', 'netlist.top_cell.by_area', 'dfrtp_1', ''),
('global_routing', 'first_global_vias', '5012', ''),
('floorplan', 'die-area', '16600', 'um2'),
('setup_path', 'cp.required', '6.56', 'ns'),
('clock_network', 'postCtsSetupRepairBufs', '0', ''),
('yosys', 'most_used_flip_flop_cell_after_synthesis', 'dfrtp_1', ''),
('setup_path', 'timing.critical_path.buf_inv', '1', ''),
('floorplan', 'chipHeight', '129', 'um'),
('min_path', 'worst_hold_path.num_cells', '1', ''),
('clock_network', 'cts_tree', 'done', ''),
('finish', 'area_delta_synth_final', '27.1', '%'),
('clock_network', 'cts_hold_buf', '0', ''),
('setup_path', 'worstReg2RegStart', 'psum0[0]', ''),
('clock_network', 'insertion_delay', '0.34', 'ns'),
('clock_network', 'ctsHtreeMaxLevel', '3', ''),
('route', 'route.final.wire_length', '14.7', 'mm'),
('clock_network', 'cts_buffers', '9', ''),
('finish', 'post_route_cells_drive_above_1_share', '0.0383', ''),
('yosys', 'top_cell', 'dfrtp_1', ''),
('final_timing', 'final_tally_of_setup_violations', '0', ''),
('setup_path', 'worst_r2r_endpoint', 'psum2[22]', ''),
('final_timing', 'fin_worst_hold_slack', '0.468', 'ns'),
('finish', 'layout.filler_cells', '1376', ''),
('global_routing', 'grt_antenna_before_repair', '0', ''),
('yosys', 'fraction_of_synthesized_cell_area_taken_by_the_top_area_cell_type', '0.389', '');
[placed cells by master (no fill, tap or decap), types with 5 or more instances in the layout]
master	synthesis	layout
clkbuf_16	0	9
nor2_1	39	39
nor2b_1	6	6
nor3_1	14	14
a21oi_1	70	70
nand2_1	53	53
xor2_1	25	25
a21o_1	21	21
nand2b_1	5	5
o21ai_0	40	40
inv_1	13	13
o21a_1	8	8
and3_1	6	6
o221ai_1	5	5
dfrtp_1	100	100
nand3_1	13	13
ha_1	72	72
o21bai_1	7	7
a211oi_1	7	7
o211ai_1	11	11
xnor2_1	39	39
nand4_1	16	16
a31oi_1	9	9
clkdlybuf4s50_1	0	125
nor4_1	5	5
[worst min-delay path by stage]
stage            start  endpoint  slack (ns)
finish        psum1[0]  psum2[0]        0.47
global route  psum1[0]  psum2[0]        0.48
CTS           psum1[0]  psum2[0]        0.47
[area by class of cell]
cell class,count,area share
Timing Repair Buffer,127,0.155
Inverter,13,0.00597
Multi-Input combinational cell,528,0.465
Clock buffer,9,0.0276
Clock inverter,6,0.00796
Tap cell,211,0.0323
Sequential cell,100,0.306
[kinds of logic (layout without fill, tap and decap cells)]
kind of cell	Yosys count	after routing	share of synthesized area
mux	2	2	0.00331
flops	100	100	0.389
simple gates	181	181	0.141
fa+ha+maj	75	75	0.149
xor+xnor	64	64	0.0872
buf+inv	30	155	0.0195
compound gates	206	206	0.210
[metal layers]
metal | up-vias | global-route usage | part of all wire
met5 | - | 0 | 0
met4 | 0 | 0.0325 | 0.018
li1 | 2674 | - | -
met1 | 2441 | 0.273 | 0.47
met2 | 166 | 0.314 | 0.47
met3 | 20 | 0.0254 | 0.046
[state kept, by name, summed over array words and instances (netlist names)]
| signal | flops |
|---|---|
| out | 25 |
| psum0 | 25 |
| psum1 | 25 |
| psum2 | 25 |
[where the power goes]
group | total (W) | switching (W) | internal, W
clock network | 0.000536 | 0.000230 | 0.000306
registers | 0.000920 | 0.0000684 | 0.000852
logic | 0.00148 | 0.000761 | 0.000721
total | 0.00294 | 0.00106 | 0.00188
[through the flow]
step                setup WS, ns  instances  instance area, um2
detailed placement          2.54        979                7880
global route                2.76        994                8170
finish                      2.91        994                8170
global placement            2.59        979                7880
floorplan                   3.21        658                6430
CTS                         2.91        994                8170
Power and IR drop assume default switching activity.
