--- run.sh ---
#!/bin/bash
# OpenROAD 26Q1-2900-gdf79404cd8, Yosys 0.63+post, stock flow scripts
make -C /OpenROAD-flow-scripts/flow DESIGN_CONFIG=/design/flow/config.mk WORK_HOME=/design/flow/orfs finish
--- config.mk ---
export PLATFORM = sky130hd
export DESIGN_NAME = SYNCH_FIFO
export DESIGN_NICKNAME = SYNCH_FIFO
export VERILOG_FILES = /design/flow/design.v
export SDC_FILE = /design/flow/constraint.sdc
export NUM_CORES = 4
export LEC_CHECK = 1
export CORE_UTILIZATION = 30
export SYNTH_HDL_FRONTEND = slang
--- constraint.sdc ---
current_design SYNCH_FIFO

set clk_period 52.1
set clk_io_pct 0.2

create_clock -name clk0 -period $clk_period [get_ports {clk}]

set non_clock_inputs [all_inputs -no_clocks]
set_input_delay [expr $clk_period * $clk_io_pct] -clock clk0 $non_clock_inputs
set_output_delay [expr $clk_period * $clk_io_pct] -clock clk0 [all_outputs]
--- design.v ---
module SYNCH_FIFO #(
    parameter data_width = 28,
    parameter addr_width = 8,
    parameter depth      = 46
) (
    input clk,
    input rd_en,
    input wr_en,
    input rst_n,
    output empty,
    output full,
    output reg [data_width-1:0] data_out,
    input [data_width-1:0] data_in
);
    reg [addr_width:0] cnt;
    reg [data_width-1:0] fifo_mem [0:depth-1];
    reg [addr_width-1:0] rd_ptr;
    reg [addr_width-1:0] wr_ptr;
    assign empty = (cnt == 0);
    assign full  = (cnt == depth);
    always @(posedge clk or negedge rst_n) begin
        if (!rst_n)
            rd_ptr   <= 0;
        else if (rd_en && !empty) begin
            if (rd_ptr == depth-1)
                rd_ptr <= 0;
            else
                rd_ptr <= rd_ptr + 1;
        end else
            rd_ptr <= rd_ptr;
    end
    always @(posedge clk or negedge rst_n) begin
        if (!rst_n)
            data_out <= 0;
        else if (rd_en && !empty)
            data_out <= fifo_mem[rd_ptr];
    end
    always @(posedge clk or negedge rst_n) begin
        if (!rst_n)
            wr_ptr <= 0;
        else if (wr_en  && !full) begin
            if (wr_ptr == depth-1)
                wr_ptr <= 0;
            else
                wr_ptr <= wr_ptr + 1;
        end else
            wr_ptr <= wr_ptr;
    end
    always @(posedge clk) begin
        if (wr_en  & ~full)
            fifo_mem[wr_ptr] = data_in;
    end
    always @(posedge clk or negedge rst_n) begin
        if (!rst_n)
            cnt <= 0;
        else begin
            case ({wr_en, rd_en})
                2'b00: cnt <= cnt;
                2'b01: cnt <= !empty ? cnt-1 : cnt;
                2'b10: cnt <= !full  ? cnt+1 : cnt;
                2'b11: cnt <= cnt;
            endcase
        end
    end
endmodule
==> flow_metrics.rpt <==
PHYSICAL IMPLEMENTATION REPORT
----------------------------------------------------
[Run status]
  Outcome ........................ finished clean

[STA]
  Worst slew margin ........................ 37.6%
  Setup ws final ........................ 39.06 ns
  Unrepaired setup endpoints after global routing ........................ false
  Peak Freq ........................ 76.7 MHz
  Transition time at the pin with the least slew margin ........................ 0.934 ns
  Final-layout worst hold slack ........................ 0.494 ns
  Setup TNS Final ........................ 0 ns
  Time the final worst path needs with I/O delays and setup ........................ 13.04 ns
  Period Utilization, post-route ........................ 25.0%
  Largest clock skew in the final design ........................ 0.0380 ns
  Count of endpoints failing hold in the final timing report ........................ 0
  Final number of setup-violating endpoints ........................ 0
  Final Max Tran Viols ........................ 0

[Die]
  # rows ........................ 151
  I/O pin count ........................ 62
  Height of the die ........................ 416 um
  Die boundary width ........................ 416 um
  Die footprint ........................ 0.173 mm^2
  Effective utilization at floorplan ........................ 30.3%
  Core outline area ........................ 0.170 mm^2

[Yosys]
  Most frequently used flop master after synthesis ........................ edfxtp_1
  Count of library flops with an enable pin ........................ 1288
  Synth Seq Share ........................ 77.8%
  Synth async-reset ratio ........................ 3.95%
  Fraction of post-synthesis cell area in the top cell type by area ........................ 75.2%
  Synthesis area per yosys ........................ 0.0514 mm^2
  Mux area share ........................ 14.3%
  Number of cell instances after yosys synthesis ........................ 2436
  Post-synthesis cell count ........................ 2436
  Cell types with the highest counts after synthesis ........................ edfxtp_1 (1288), mux4_2 (251), mux2i_1 (171)
  Most popular library cell in the synthesized design by count ........................ edfxtp_1
  Synth warn ........................ 0
  Fa+ha+maj area frac ........................ 0.355%
  Fraction of synthesized cell area in xor and xnor cells ........................ 0.238%
  Per-instance average area after synthesis ........................ 21.1 um^2
  Area fraction in compound gates after synthesis ........................ 4.35%
  Post-synthesis cell type with the largest combined area ........................ edfxtp_1
  Biggest area cells ........................ edfxtp_1 (75%), mux4_2 (11%), mux2i_1 (3.3%)
  Flip-flop and latch count after synthesis ........................ 1341
  Top logic family ........................ multiplexers
  Number of distinct standard cells referenced by the synthesized netlist ........................ 50
  Post-synthesis simple-gate area fraction ........................ 1.62%
  Cell area after synthesis ........................ 0.0514 mm^2

[Detailed routing]
  Via count of the routed design ........................ 24.7k
  Average via count per standard cell ........................ 5.02
  Number of DRC violations after detailed-routing iteration 0 ........................ 1690
  Routed length per instance ........................ 27.7 um
  Count of nets left with antenna violations after detail routing ........................ 0
  Total length of routed wires ........................ 136000 um
  Detailed Routing Iterations Pass 1 ........................ 5
  DRC violation count after routing ........................ 0

[Power]
  Max VDD drop ........................ 0.0394 mV
  Proportion of power drawn by combinational gates ........................ 25.0%
  Proportion of power drawn by flip-flops and latches ........................ 43.6%
  Power spent charging and discharging nets ........................ 0.000922 W
  Switching part of the total power ........................ 31.4%
  Static Leak ........................ 18.6 nW
  Clock share of power ........................ 31.4%
  Power per standard cell area ........................ 49.3 mW/mm^2
  Int Pwr ........................ 0.00202 W

[Setup path]
  Highest net fanout along the worst path ........................ 4
  Critical path origin ........................ cnt[4]
  Worst flop-to-flop path startpoint ........................ rd_ptr[0]
  Type of element launching the critical path ........................ flop
  CP Data Arrival Time ........................ 2.62 ns
  Type of the worst setup path ........................ flop to output pin
  Required time of the critical path ........................ 41.68 ns
  Crit. End Element ........................ output pin

[Layout]
  Final core occ ........................ 35.1%
  Synth-to-layout area growth ........................ 15.7%
  Fraction of layout instances using a drive strength above 1 ........................ 22.2%

[Placed design]
  Placed wire-length estimate after detailed placement ........................ 82100 um
  Last weighted congestion value of the routability-driven placer ........................ 0.957
  Worst Setup Slack post-DPL ........................ 38.58 ns
  Port bufs ........................ 61

[Clocking]
  CTS Buf Count ........................ 133
  Maximum level of the CTS H-tree ........................ 4
  Clk pin slew, worst setup/hold paths ........................ 0.06 ns
  TritonCTS clock tree ........................ done
  TritonCTS sink count ........................ 1341
  Clock latency on the worst-skew pair ........................ 0.76 ns
  Post-CTS setup buffer count ........................ 0
  Resized Gates After CTS ........................ 0
  Hold buffer count at CTS ........................ 0
  Bufs on Longest Clock Path ........................ 3
  Clock root buffer master ........................ clkbuf_16

[Min path]
  Launch point of the worst hold path ........................ cnt[8]
  Classification of the worst-slack hold path ........................ flop to flop

[GRT]
  Total global routing track utilization ........................ 16.9%
  Pin count of the biggest net entering global routing ........................ 74
  Number of antenna violations at the first check in global routing ........................ 6
  Via count of the first global-routing pass ........................ 26.3k
  First-pass GRT wire length ........................ 194000 um
  Global route overflow ........................ 0

[Run]
  Count of warning messages emitted by the tools ........................ 29
  Max Cap Violations ........................ 0

----------------------------------------------------
[worst max-delay path, cell delays in order (launching register included)]
cell and delay, ns:
dfrtp_1 0.43, nor4_2 0.53, nand2_1 0.13, nor2_1 0.26, clkdlybuf4s50_1 0.53
[cell type report]
cell class / count / area [um^2]
Antenna cell: 2 / 5.00
Multi-Input combinational cell: 948 / 11100
Clock inverter: 67 / 588
Timing Repair Buffer: 166 / 1410
Tap cell: 2218 / 2780
Clock buffer: 170 / 3580
Inverter: 10 / 37.5
Fill cell: 15411 / 110000
Sequential cell: 1341 / 40000
[final timing paths]
kind	slack, ns	cells past startpoint	to
max	39.06	4	full
min	0.49	1	cnt[8]
max reg2reg	47.73	6	data_out[24]
min reg2reg	0.49	1	cnt[8]
max in group asynchronous	41.63	2	rd_ptr[2]
min in group asynchronous	9.50	1	cnt[6]
[cell families after synthesis]
kind of cell	count (synthesis)
simple gates	185
flops	1341
fa+ha+maj	14
buf+inv	147
xor+xnor	14
mux	422
compound gates	313
[per-layer routing]
metal	share of wire (%)	GRT usage (%)
met4	3.0	4.07
met5	0.26	0.861
met3	16	12.4
met1	33	19.0
met2	48	25.9
[sequential cells by signal (all words and copies together) (netlist names)]
signal    count
fifo_mem   1288
rd_ptr        8
data_out     28
wr_ptr        8
cnt           9
[cells in the final DEF, fill, tap and decap left out, drive strengths merged, types with 3 or more instances in the layout]
cell           count
nand4              4
edfxtp          1288
a211oi            28
clkbuf           170
dfrtp             53
nand2b             7
xnor2              9
xor2               5
clkdlybuf4s50     58
a21oi             30
nand2             65
o31ai              3
nor3               9
nor2b              6
o22ai             29
a22o              28
nand3              9
o221ai            55
bufinv             8
inv               17
mux2i            171
mux4             251
buf              108
and2               4
o21ai             48
clkinv            47
nor2              61
and3               4
nor4               5
ha                13
or3                4
a22oi             82
clkinvlp           5
[stage by stage]
stage               instance area (um^2)  std cells  total power, W
CTS                                59500       4920         0.00295
finish                             59500       4922         0.00294
floorplan                          51400       2436         0.00168
detailed placement                 55400       4683         0.00203
global route                       59500       4920         0.00304
global placement                   55400       4683         0.00203
[power by group through the flow]
stage	Sequential [W]	Combinational [W]	Clock, W
after CTS	0.00128	0.000729	0.000940
after global routing	0.00129	0.000771	0.000982
final	0.00128	0.000734	0.000923
No activity file was given, so power comes from the tool's default toggle rates.
