File: /design/flow/run.sh
#!/bin/bash
# OpenROAD 26Q1-2900-gdf79404cd8, Yosys 0.63+post, stock flow scripts
make -C /OpenROAD-flow-scripts/flow DESIGN_CONFIG=/design/flow/config.mk WORK_HOME=/design/flow/orfs finish
File: /design/flow/config.mk
export PLATFORM = sky130hd
export DESIGN_NAME = WRITE_BACK
export DESIGN_NICKNAME = WRITE_BACK
export VERILOG_FILES = /design/flow/design.v
export SDC_FILE = /design/flow/constraint.sdc
export NUM_CORES = 4
export LEC_CHECK = 1
export CORE_UTILIZATION = 30
export SYNTH_HDL_FRONTEND = slang
File: /design/flow/constraint.sdc
current_design WRITE_BACK

set clk_period 1.5
set clk_io_pct 0.2

create_clock -name clk0 -period $clk_period [get_ports {clk}]

set non_clock_inputs [all_inputs -no_clocks]
set_input_delay [expr $clk_period * $clk_io_pct] -clock clk0 $non_clock_inputs
set_output_delay [expr $clk_period * $clk_io_pct] -clock clk0 [all_outputs]
File: /design/flow/design.v
module WRITE_BACK #(
    parameter data_width = 25,
    parameter depth = 61
) (
    input  clk,
    input  rst_n,
    input  start_init,
    input  p_filter_end,
    input  [data_width-1:0] row0,
    input  row0_valid,
    input  [data_width-1:0] row1,
    input  row1_valid,
    input  [data_width-1:0] row2,
    input  row2_valid,
    input  [data_width-1:0] row3,
    input  row3_valid,
    input  [data_width-1:0] row4,
    input  row4_valid,
    output p_write_zero0,
    output p_write_zero1,
    output p_write_zero2,
    output p_write_zero3,
    output p_write_zero4,
    output p_init,
    output [data_width-1:0] out_port0,
    output [data_width-1:0] out_port1,
    output port0_valid,
    output port1_valid,
    output start_conv,
    output odd_cnt
);
    localparam IDLE         = 4'd0;
    localparam INIT_BUFF    = 4'd1;
    localparam START_CONV   = 4'd2;
    localparam WAIT_ADD     = 4'd3;
    localparam WAIT_WRITE0    = 4'd4;
    localparam ROW_0_1      = 4'd5;
    localparam CLEAR_0_1    = 4'd6;
    localparam ROW_2_3      = 4'd7;
    localparam CLEAR_2_3    = 4'd8;
    localparam ROW_5        = 4'd9;
    localparam CLEAR_START_CONV = 4'd10;
    localparam CLEAR_CNT    = 4'd11;
    reg [3:0] st_next;
    reg [3:0] st_cur;
    reg [7:0] cnt;
    always @(posedge clk or negedge rst_n) begin
        if (!rst_n)
            st_cur <= IDLE;
        else 
            st_cur <= st_next;
    end
    always @(*) begin
        st_next = st_cur;
        case(st_cur)
            IDLE:
                if (start_init)
                    st_next = INIT_BUFF;
                else
                    st_next = IDLE;
            INIT_BUFF:
                if (cnt == depth-1)
                    st_next = START_CONV;
                else
                    st_next = INIT_BUFF;
            START_CONV:
                if (cnt >= depth+2)
                    st_next = CLEAR_START_CONV;
                else 
                    st_next = START_CONV;
            CLEAR_START_CONV:
                if (p_filter_end)
                    st_next = WAIT_ADD;
                else
                    st_next = CLEAR_START_CONV;
            WAIT_ADD:
                if (cnt == depth-1)
                    st_next = WAIT_WRITE0;
                else
                    st_next = WAIT_ADD;
            WAIT_WRITE0:
                st_next = CLEAR_CNT;
            CLEAR_CNT:
                st_next = ROW_0_1;
            ROW_0_1:
                if (cnt == depth-1)
                    st_next = CLEAR_0_1;
                else
                    st_next = ROW_0_1;
            CLEAR_0_1:
                st_next = ROW_2_3;
            ROW_2_3:
                if (cnt == depth-1)
                    st_next = CLEAR_2_3;
                else
                    st_next = ROW_2_3;
            CLEAR_2_3:
                st_next = ROW_5;
            ROW_5:
                if (cnt == depth-1)
                    st_next = CLEAR_START_CONV;
                else
                    st_next = ROW_5;
            default:
                st_next = IDLE;  
        endcase
    end
    reg p_write_zero0_r;
    reg p_write_zero1_r;
    reg p_write_zero2_r;
    reg p_write_zero3_r;
    reg p_write_zero4_r;
    reg p_init_r;
    reg [data_width-1:0] out_port0_r;
    reg [data_width-1:0] out_port1_r;
    reg port0_valid_r;
    reg port1_valid_r;
    reg start_conv_r;
    always @(posedge clk or negedge rst_n) begin
        if (!rst_n)
            start_conv_r <= 0;
        else if (st_cur == START_CONV || st_cur == CLEAR_CNT)
            start_conv_r <= 1;
        else
            start_conv_r <= 0;
    end
    assign start_conv = start_conv_r;
    reg odd_cnt_r;
    always @(posedge clk or negedge rst_n) begin
        if (!rst_n)
            odd_cnt_r <= 0;
        else if (st_cur == CLEAR_CNT)
            odd_cnt_r <= ~odd_cnt;
        else
            odd_cnt_r <= odd_cnt;
    end
    assign odd_cnt = odd_cnt_r;
    always @(posedge clk or negedge rst_n) begin
        if (!rst_n) begin
            p_write_zero0_r <= 0;
            p_write_zero1_r <= 0;
        end else if (st_cur == ROW_0_1) begin
            p_write_zero0_r <= 1;  
            p_write_zero1_r <= 1;
        end else begin
            p_write_zero0_r <= 0;
            p_write_zero1_r <= 0;
        end
    end
    always @(posedge clk or negedge rst_n) begin
        if (!rst_n) begin
            p_write_zero2_r <= 0;
            p_write_zero3_r <= 0;
        end else if (st_cur == ROW_2_3) begin
            p_write_zero2_r <= 1;  
            p_write_zero3_r <= 1;
        end else begin
            p_write_zero2_r <= 0;
            p_write_zero3_r <= 0;
        end
    end
    always @(posedge clk or negedge rst_n) begin
        if (!rst_n) begin
            p_write_zero4_r <= 0;
        end else if (st_cur == ROW_5) begin
            p_write_zero4_r <= 1;  
        end else begin
            p_write_zero4_r <= 0;
        end
    end
    assign p_write_zero0 = p_write_zero0_r;
    assign p_write_zero1 = p_write_zero1_r;
    assign p_write_zero2 = p_write_zero2_r;
    assign p_write_zero3 = p_write_zero3_r;
    assign p_write_zero4 = p_write_zero4_r;   
    always @(posedge clk or negedge rst_n) begin
        if (!rst_n)
            p_init_r <= 0;
        else if (st_cur == INIT_BUFF)
            p_init_r <= 1;
        else
            p_init_r <= 0;
    end
    assign p_init = p_init_r;
    always @(posedge clk or negedge rst_n) begin
        if (!rst_n)
            cnt <= 0;
        else if (st_cur == IDLE || st_cur == CLEAR_0_1  || st_cur == CLEAR_START_CONV
            || st_cur == CLEAR_2_3 || st_cur == CLEAR_CNT)
            cnt <= 0;
        else 
            cnt <= cnt + 1;
    end
    always @(posedge clk or negedge rst_n) begin
        if (!rst_n) begin
            out_port0_r <= 0;
            out_port1_r <= 0;
            port0_valid_r <= 0;
            port1_valid_r <= 0;
        end else begin
            case({row0_valid, row1_valid, row2_valid, row3_valid, row4_valid})
                5'b11000 : begin
                    out_port0_r <= row0;
                    out_port1_r <= row1;
                    port0_valid_r <= row0_valid;
                    port1_valid_r <= row1_valid;
                end
                5'b00110 : begin
                    out_port0_r <= row2;
                    out_port1_r <= row3;
                    port0_valid_r <= row2_valid;
                    port1_valid_r <= row3_valid;
                end
                5'b00001 : begin
                    out_port0_r <= row4;
                    out_port1_r <= 0;
                    port0_valid_r <= row4_valid;
                    port1_valid_r <= 0;
                end
                default : begin
                    out_port0_r <= 0;
                    out_port1_r <= 0;
                    port0_valid_r <= 0;
                    port1_valid_r <= 0;
                end    
            endcase
        end
    end
    assign out_port0 = out_port0_r;
    assign out_port1 = out_port1_r;
    assign port0_valid = port0_valid_r;
    assign port1_valid = port1_valid_r;
endmodule
==> flow_metrics.env <==
# implementation run metrics
export IMPL_outcome="completed"
export IMPL_dr_pass1_iters=4
export IMPL_path_class="input pin to flip-flop"
export IMPL_critPathMaxFanout=12
export IMPL_grt_pass1_wl_mm=14.3
export IMPL_cts_root_buffer="clkbuf_8"
export IMPL_fin_cells=612
export IMPL_finalSetupViolCount=0
export IMPL_crit_arrival_ns=1.69
export IMPL_netlist_instances=260
export IMPL_synth_warnings=0
export IMPL_synth_area_mm2=0.00322
export IMPL_final_area_mm2=0.00576
export IMPL_fin_util_pct=55.6
export IMPL_worst_path_buf_inv=4
export IMPL_area_growth_pct=78.8
export IMPL_yosysSeqAreaShare_pct=60.6
export IMPL_ys_types=34
export IMPL_rows=37
export IMPL_place_area_mm2=0.00542
export IMPL_critPathRequiredTime_ns=1.72
export IMPL_skew_ns=0.00287
export IMPL_cp_slowest_cell="clkdlybuf4s50_1"
export IMPL_grt_max_degree=28
export IMPL_max_cap_violations=0
export IMPL_gp_congestion=0.877
export IMPL_grt_overflow=0
export IMPL_routed_wl_mm=9.31
export IMPL_end_kind="flip-flop"
export IMPL_async_reset_ff_share_pct=100
export IMPL_fin_crit_sh_pct=97.7
export IMPL_synth_edff_count=0
export IMPL_drc=0
export IMPL_clk_latency_ns=0.34
export IMPL_p_total_mw=4.98
export IMPL_crit_chain="clkdlybuf4s50_1 > buf_4 > nor4b_4 > buf_4 > clkbuf_16 > or3_1"
export IMPL_num_antenna_cells=0
export IMPL_slew_headroom_pct=76.8
export IMPL_worst_setup_path_start_kind="input pin"
export IMPL_cts_tree="yes"
export IMPL_cts_buffer_depth=2
export IMPL_die_h_um=106
export IMPL_chipArea_mm2=0.0112
export IMPL_worst_slew_pin_slew_ns=0.347
export IMPL_vias_per_cell=4.70
export IMPL_grtUsageTotal_pct=17.0
export IMPL_dp_cells=590
export IMPL_antenna_found_initial=0
export IMPL_dp_hpwl_mm=6.84
export IMPL_fin_tns_setup_ns=0
export IMPL_max_freq_mhz=683
export IMPL_p_per_area_mw_per_mm2=863
export IMPL_drive_above_1_share_pct=11.3
export IMPL_drv_slew=0
export IMPL_ant_nets=0
export IMPL_drt_iter0_drc=77
export IMPL_cts_buffers_inserted=9
export IMPL_portBuffers=193
export IMPL_die_x_um=106
export IMPL_period_needed_ns=1.46
export IMPL_yosys_stat_cells=260
export IMPL_yosysChipArea_mm2=0.00322
export IMPL_hold_path_class="flip-flop to flip-flop"
export IMPL_vias=2878
export IMPL_ys_seq_elements=78
export IMPL_core_area_mm2=0.0104
export IMPL_io_pins=194
export IMPL_avgRoutedWirePerCell_um=15.2
export IMPL_cpLargestDelayFamily="buffers and inverters"
export IMPL_synthFlopType="dfrtp_1"
export IMPL_cpMostUsedCell="buf_4"
export IMPL_tool_warnings=27
export IMPL_avgSynthCellArea_um2=12.4
export IMPL_vdd_drop_max_mv=0.381
export IMPL_p_leak_nw=3.01
export IMPL_htree_levels=3
export IMPL_critPathMaxStageDelay_ns=0.56
export IMPL_grt_pass1_vias=2860
export IMPL_clk_pin_slew_worst_paths_ns=0.08
export IMPL_fp_util_pct=31.1
export IMPL_clkSinkCount=78
export IMPL_hold_viol=0
==> placed cells by master (no fill, tap or decap), types with 3 or more instances in the layout <==
master	count
a21o_1	3
a21oi_1	3
a221o_1	25
a22o_1	27
buf_12	7
buf_4	15
buf_6	3
clkbuf_8	10
clkdlybuf4s50_1	163
dfrtp_1	77
dlygate4sd2_1	5
dlymetal6s2s_1	24
inv_1	30
nand2_1	4
nand3_1	4
nor2_1	9
nor4_1	25
o21ai_0	5
or3_1	4
xor2_1	3
==> cells by family after synthesis <==
| logic type | synth area share [%] |
|---|---|
| adders and majority gates | 0.776 |
| buffers and inverters | 8.50 |
| and+or+nand+nor | 11.2 |
| AOI/OAI and AO/OA | 17.8 |
| DFF | 60.6 |
| xor gates and xnor gates | 1.09 |
==> metrics by stage <==
stage / setup WS, ns / hold WS [ns]
floorplan: -0.00662 / 0.00441
global placement: -0.322 / 0.238
detailed placement: -0.344 / 0.240
CTS: 0.00303 / 0.354
global route: -0.00680 / 0.369
finish: 0.0351 / 0.354
==> cells in the mapped netlist, drive strengths merged, types with 2 or more instances <==
cell type	n	area share, %
dfrtp	77	60
inv	32	3.7
a22o	27	7.3
nor4	26	5.2
a221o	25	7.8
buf	14	4.1
nor2	9	1.0
clkbuf	6	0.70
o21ai	5	0.78
nand2	4	0.47
nand3	4	0.62
or3	4	0.78
a21o	3	0.70
a21oi	3	0.47
or2	3	0.58
xor2	3	0.82
ha	2	0.78
nand4	2	0.58
nor3	2	0.47
==> registers in the layout (all words and copies together), names as in the netlist <==
register / flops
out_port1: 25
cnt: 8
p_init: 1
st_cur: 12
p_write_zero1: 1
port0_valid: 1
p_write_zero4: 1
out_port0: 25
p_write_zero3: 1
port1_valid: 1
odd_cnt: 1
start_conv: 1
==> routing by layer <==
layer / track usage [%] / routed length (um)
met5: 0 / 0
met4: 1.79 / 102
met3: 4.35 / 583
met2: 28.2 / 4740
met1: 23.8 / 3890
==> worst register-to-register path, delay by kind of cell, from the launching register on <==
| family | cells | cell delay, ns |
|---|---|---|
| simple gates | 1 | 0.52 |
| compound gates | 1 | 0.20 |
| flops | 1 | 0.40 |
| buf+inv | 1 | 0.07 |
| fa+ha+maj | 1 | 0.13 |
==> worst paths after layout <==
| check | start | end | slack (ns) | cells after the start |
|---|---|---|---|---|
| min in group asynchronous | rst_n | p_write_zero1 | 0.47 | 3 |
| worst min register to register | st_cur[2] | st_cur[10] | 0.35 | 0 |
| worst max-delay path | row3_valid | port0_valid | 0.04 | 6 |
| max in group asynchronous | rst_n | st_cur[0] | 0.60 | 3 |
| worst max register to register | cnt[1] | st_cur[9] | 0.08 | 4 |
| worst min-delay path | st_cur[2] | st_cur[10] | 0.35 | 0 |
==> final cells by class <==
| type | instances | area [um^2] |
|---|---|---|
| Clock inverter | 6 | 46.3 |
| Timing Repair Buffer | 220 | 2310 |
| Sequential cell | 78 | 1950 |
| Fill cell | 897 | 4610 |
| Multi-Input combinational cell | 130 | 1030 |
| Tap cell | 136 | 170 |
| Inverter | 32 | 120 |
| Clock buffer | 10 | 138 |
==> report_power, final <==
group | switching (mW) | internal [mW] | leakage, nW
clock | 0.784 | 0.654 | 0.0889
sequential | 0.130 | 2.28 | 1.06
combinational | 0.424 | 0.702 | 1.86
==> timing repair <==
item,in CTS,in global routing
hold endpoints to repair,24,24
pin swaps,0,2
gates resized,5,31
hold buffers,2,2
endpoints found under the setup margin,5,89
buffers inserted,0,2
cloned,0,1
Power is estimated from default activity; no workload was simulated.
